<file path="config.mk">
export PLATFORM = sky130hd
export DESIGN_NAME = encoder
export DESIGN_NICKNAME = encoder
export VERILOG_FILES = /design/flow/design.v
export SDC_FILE = /design/flow/constraint.sdc
export NUM_CORES = 4
export LEC_CHECK = 1
export CORE_AREA = 10 10 70 70
export DIE_AREA = 0 0 80 80
</file>
<file path="constraint.sdc">
current_design encoder

set clk_period 1.9
set clk_io_pct 0.2

create_clock -name clk0 -period $clk_period

set non_clock_inputs [all_inputs -no_clocks]
set_input_delay [expr $clk_period * $clk_io_pct] -clock clk0 $non_clock_inputs
set_output_delay [expr $clk_period * $clk_io_pct] -clock clk0 [all_outputs]
</file>
<file path="design.v">
`timescale 1ns / 1ps
module encoder(
   input [7:0] x,
   output reg [2:0] y);
always @(y or x)
begin
   case (x)
      8'b00000001 : y = 3'b000;
      8'b00000010 : y = 3'b001;
      8'b00000100 : y = 3'b010;
      8'b00001000 : y = 3'b011;
      8'b00010000 : y = 3'b100;
      8'b00100000 : y = 3'b101;
      8'b01000000 : y = 3'b110;
      8'b10000000 : y = 3'b111;
      default : y = 3'b000;
   endcase
end
endmodule
</file>
<file path="run.sh">
#!/bin/bash
# OpenROAD 26Q1-2900-gdf79404cd8, Yosys 0.63+post, stock flow scripts
make -C /OpenROAD-flow-scripts/flow DESIGN_CONFIG=/design/flow/config.mk WORK_HOME=/design/flow/orfs finish
</file>
==> deck_impl_summary.md <==
Implementation Results

Setup path
  • Worst endpoint required time: 1520 ps
  • Crit path largest cell delay: 520 ps
  • CP cell instances: clkdlybuf4s15_2 -> or4_1 -> nor2_1 -> dlygate4sd2_1
  • CP Buf/Inv Count: 2
  • Levels on crit path: 4
  • Worst path top cell family by delay: simple AND/OR/NAND/NOR gates
  • Slowest CP cell: or4_1
  • CP arrival: 1450 ps
  • Critical path class: input port to output pin
  • Critical Path Sink Type: output pin
  • Critical path launch point type: input port
  • Max FO, Critical Path: 4

Global route
  • Total track usage: 0.0224
  • Total grt overflow: 0
  • Antenna violations before repair: 0
  • Global-route wire length before repair: 1.18 mm
  • Largest net degree at the start of global routing: 8
  • Vias in the first global route: 246

Floorplan
  • Die width: 80 um
  • Core area: 3420 sq um
  • Initial core utilization: 0.0421
  • Ports: 11
  • # rows: 21
  • Die Span Y: 80 um
  • Die area: 6400 sq um

Placement
  • Port bufs: 11
  • Post-DP HPWL: 567 um
  • Placed cell count: 80
  • Final GP Congestion: 0.823
  • Post-placement cell area: 344 sq um

Finish
  • Post-route cell area: 362 sq um
  • Fin cells: 80
  • Area Overhead vs Synth: 151%
  • Layout cells sized above 1: 0.529
  • Most numerous logic cells after layout: nor4b_2 (7), dlygate4sd2_1 (6), buf_4 (5), nor2_1 (3), buf_2 (3)
  • Seq. cell area: 0 sq um
  • FFs & Latches: 0
  • Clock buf count: 0
  • Top cell excl fill/tap: nor4b_2

Timing
  • Final Critical Period: 1830 ps
  • Fin. max-slew vios: 0
  • Rel. slew slack: 0.834
  • RSZ-0062 raised after global routing: no
  • Worst-Margin Slew: 248 ps
  • Final hold vios: 0
  • Fin crit share: 0.965
  • Final setup fails: 0
  • Fmax: 545 MHz

Pwr
  • Leak: 0.118 nW
  • Net switching power: 0.0253 mW
  • Sw Ratio: 0.490
  • Maximum vdd drop: 0.0503 mV
  • Combinational group share of total power: 1.000
  • Cell Pwr Density: 143 nW/um^2
  • Seq pwr share: 0
  • Part of the power in the clock network: 0
  • Int Power: 0.0263 mW

Detailed routing
  • DRC Markers: 0
  • Vias per cell: 2.71
  • Total wire length: 709 um
  • Iteration-0 DRC Markers: 4
  • DR pass1 iterations: 3
  • Post-DRT Antenna Nets: 0
  • Vias post-DR: 217
  • Wirelength per Cell: 8.86 um
  • Antenna diode count: 0

Status
  • Outcome: completed

Synthesis
  • Synthesis area per yosys: 144 sq um
  • Sequential share of the synthesized area: 0
  • Ys Warns: 1
  • Post-Syn Area: 144 sq um
  • # Cells Yosys: 19
  • Mapped Cells: 19
  • Syn_area_per_cell: 7.57 sq um
  • Synth unique cells: 11

Run
  • OpenROAD warnings: 32
  • Max-cap viol count: 0

Hold path
  • Hold depth: 4
  • Min-Delay Path Class: input port to output pin

Clock network
  • Post-CTS setup buffers: 0
## synthesized netlist by cell type, drive strengths merged
cell / instances / area share
nor4b: 7 / 0.47
or4: 1 / 0.052
xnor2: 1 / 0.061
a211oi: 2 / 0.10
nor2: 3 / 0.078
buf: 1 / 0.035
o31a: 1 / 0.061
xor2: 1 / 0.061
nor3: 1 / 0.035
nor4: 1 / 0.044
## worst min-delay path: stages
cell	delay (ps)
clkbuf_2	150
buf_4	130
nor4b_2	30
dlygate4sd2_1	230
## layer usage
metal | GRT usage | routed length [um]
met5 | 0 | 0
met4 | 0 | 0
met3 | 0.00682 | 67
met2 | 0.0257 | 218
met1 | 0.0389 | 422
## final cells by class
type	instances	area, sq um
Tap cell	46	57.6
Fill cell	402	3050
Timing Repair Buffer	16	121
Multi-Input combinational cell	18	183
## what timing repair did
item,in CTS,in global routing
hold buffers,0,0
pin swaps,3,2
resized,30,3
endpoints found under the setup margin,3,2
cloned,0,0
## final timing paths
check	startpoint	endpoint
worst min-delay path	x[1]	y[1]
worst max-delay path	x[2]	y[2]
## through the flow
step / power (mW) / setup slack, ps / TNS (ps) / hold slack [ps] / util
final: 0.0515 / 65.6 / 0 / 1310 / 0.106
after global placement: 0.0498 / -532 / -1540 / 1810 / 0.101
after CTS: 0.0520 / 8.95 / 0 / 1340 / 0.109
after global routing: 0.0562 / 0.181 / 0 / 1350 / 0.106
after detailed placement: 0.0513 / -585 / -1630 / 1810 / 0.101
after floorplan: 0.0163 / 518 / 0 / 773 / -
## logic make-up (layout without fill, tap and decap cells)
kind of cell,count (synthesis),after routing,synth area share
AOI/OAI and AO/OA,3,3,0.165
xor gates and xnor gates,2,2,0.122
and+or+nand+nor,13,13,0.678
buffers and inverters,1,16,0.0347
## power groups by stage
| stage | combinational (mW) | sequential [mW] | clock [mW] |
|---|---|---|---|
| 4_1_cts | 0.0520 | 0 | 0 |
| 5_1_grt | 0.0562 | 0 | 0 |
| 6_report | 0.0515 | 0 | 0 |
Power and IR drop assume default switching activity.
